## flow/design.v

```verilog
`timescale 1ps / 1fs
module decade_counter(input reset_n, input clk, output [3:0] count);
    wire [3:0] _count;
    wire JA, JB, JC, JD, KA, KB, KC, KD;
    wire not_A;
    and(JA, count[0], count[1], count[2]);
    assign KA = count[0];
    and(JB, count[0], count[1]);
    and(KB, count[0], count[1]);
    not(not_A, count[3]);
    and(JC, not_A, count[0]);
    assign KC = count[0];
    assign JD = 1;
    assign KD = 1;
    edge_trigger_JKFF A(reset_n, JA, KA, clk, count[3], _count[3]);
    edge_trigger_JKFF B(reset_n, JB, KB, clk, count[2], _count[2]);
    edge_trigger_JKFF C(reset_n, JC, KC, clk, count[1], _count[1]);
    edge_trigger_JKFF D(reset_n, JD, KD, clk, count[0], _count[0]);
endmodule
module decade_counter_2digits(input reset_n, input clk, output [7:0] count);
    decade_counter A(reset_n, clk, count[3:0]);
    decade_counter B(reset_n, count[3], count[7:4]);
endmodule
`timescale 1ps / 1fs
module edge_trigger_JKFF(input reset_n, input j, input k, input clk, output reg q, output reg q_);  
    initial begin
      q = 0;
      q_ = ~q;
    end
    always @(negedge clk) begin
        q = reset_n & (j&~q | ~k&q);
        q_ = ~reset_n | ~q;
    end
endmodule
module edge_trigger_D_FF(input reset_n, input d, input clk, output q, output q_);   
    edge_trigger_JKFF A(reset_n, d, ~d, clk, q, q_);
endmodule
```

## flow/run.sh

```bash
#!/bin/bash
# OpenROAD 26Q1-2900-gdf79404cd8, Yosys 0.63+post, stock flow scripts
make -C /OpenROAD-flow-scripts/flow DESIGN_CONFIG=/design/flow/config.mk WORK_HOME=/design/flow/orfs finish
```

## flow/config.mk

```make
export PLATFORM = sky130hd
export DESIGN_NAME = decade_counter_2digits
export DESIGN_NICKNAME = decade_counter_2digits
export VERILOG_FILES = /design/flow/design.v
export SDC_FILE = /design/flow/constraint.sdc
export NUM_CORES = 4
export LEC_CHECK = 1
export CORE_AREA = 10 10 70 70
export DIE_AREA = 0 0 80 80
export SYNTH_HDL_FRONTEND = slang
```

## flow/constraint.sdc

```tcl
current_design decade_counter_2digits

set clk_period 1.2
set clk_io_pct 0.2

create_clock -name clk0 -period $clk_period [get_ports {clk}]

set non_clock_inputs [all_inputs -no_clocks]
set_input_delay [expr $clk_period * $clk_io_pct] -clock clk0 $non_clock_inputs
set_output_delay [expr $clk_period * $clk_io_pct] -clock clk0 [all_outputs]
```

==> out/results.tsv <==
metric	value	unit
status	finished with violations	
violations_in_the_final_reports	setup timing	
crit_required	0.96	ns
pre_cts_slack	-0.511	ns
synthesis.area_per_instance	10.2	um^2
gp_congestion	0.755	
grt_first_pass_wirelength	1.12	mm
portBuffers	9	
startpoint	A.D.q$_DFF_N_	
drt-pass1-iter-count	2	
report.final.slew_viol_count	0	
seq_area	165	um^2
max_capacitance_violation_count	0	
synthesis.area	368	um^2
antenna_cells	0	
timing.hold.worst.class	flip-flop to flip-flop	
die_h	80	um
reg_to_reg_start	A.D.q$_DFF_N_	
finalPower	0.415	mW
yosys_chip_area	368	um^2
stage_log_warnings	32	
unique_cell_types	16	
worstHoldStart	A.D.q$_DFF_N_	
num_rows	21	
leakagePower	0.256	nW
nFillCells	388	
power.density_cell_area	799	mW/mm^2
crit_family	flip-flops	
pnr_worst_setup_slack	-0.356	ns
dr.first_iter.drc_count	4	
met1_usage	2.22	%
setup_viol	4	
route.final.wire_length	677	um
drive_gt1_share	38.8	%
critical_path_buf_inv_count	1	
antenna_found_initial	0	
cts.clk_slew.worst_paths	0.04	ns
cts_tree	built	
cpPeakStageDelay	0.31	ns
top_usage_layer	met2	
cts_root_buffer	clkbuf_4	
slowest_cell_on_the_critical_path	dfxtp_2	
area_delta_synth_final	41.2	%
maximum_number_of_pins_on_one_net_before_global_route_repair	7	
ioPinCount	10	
transition_at_the_pin_with_the_smallest_max_transition_slack	0.190	ns
core_area	0.00342	mm^2
worst_setup_path_end_kind	output pin	
total_vias_in_the_final_route	258	
first_global_vias	282	
untimed_endpoints	8	
timing.final.hold_violations	0	
wire_per_inst	7.13	um
postRouteAntennaNets	0	
grt_use_met2	3.05	%
met3_usage	1.82	%
globalRouteOverflowTotal	0	
cts-htree-levels	1	
maxSlewHeadroom	87.4	%
worstPathMaxFanout	2	
track_usage	2.12	%
die_width	80	um
placed_wire_length_estimate	512	um
worst_skew_pair.late_latency	0.30	ns
yosys_stat_cell_total	36	
clock_skew	0.0145	ns
grt_setup_unrepaired	true	
ys_ff	8	
yosys.stat.seqShare	43.5	%
ys_warn_count	0	
critical_path.startpoint_type	flip-flop	
logic_area	140	um^2
syn-instance-count	36	
worst_ep_arrival_time	1.32	ns
post_detailed_route_via_to_cell_ratio	2.72	
critical_path.cell_chain	buf_2	
clk_path_buf_depth	2	
worstSetupPathType	flip-flop to output pin	
cts_made_buffers	3	
chipArea	0.00640	mm^2
floorplan.initialDensity	10.8	%
hold_buffers	0	
unclocked_pins	4	
worst_ir_drop_vdd	0.520	mV
fin_setup_tns	-1.37	ns
drcViolationCount	0	
==> power by group <==
| group | internal, mW | total, mW | switching, mW |
|---|---|---|---|
| registers | 0.145 | 0.148 | 0.00353 |
| clock network | 0.131 | 0.222 | 0.0916 |
| logic | 0.0283 | 0.0444 | 0.0161 |
| total | 0.304 | 0.415 | 0.111 |
==> path summary, 6_finish.rpt <==
check,end,slack (ns),depth (start not counted)
hold reg to reg,A.D.q$_DFF_N_,0.53,2
setup reg to reg,A.B.q$_DFF_N_,0.03,4
hold / removal,A.D.q$_DFF_N_,0.53,2
setup / recovery,count[0],-0.36,1
==> repair_timing <==
action,in CTS,in global routing
buffers inserted,1,1
pin swaps,0,0
setup endpoints to repair,8,5
resized,14,1
==> cells in the mapped netlist <==
cell | number | area, um^2
buf_4 | 8 | 60.1
dfxtp_1 | 8 | 160
and2_1 | 2 | 12.5
and2_2 | 2 | 15.0
ha_1 | 2 | 25.0
inv_1 | 2 | 7.51
nand2_1 | 2 | 7.51
nand2b_1 | 2 | 12.5
a21boi_1 | 1 | 7.51
a21o_1 | 1 | 7.51
and2b_1 | 1 | 7.51
and4bb_1 | 1 | 12.5
nand4bb_1 | 1 | 11.3
nor2b_1 | 1 | 6.26
o211a_1 | 1 | 10.0
o21ai_1 | 1 | 5.00
==> layout by cell type (no fill, tap or decap) <==
master           n
a21boi_1         1
a21o_1           1
and2_1           2
and2_2           2
and2b_1          1
and4bb_1         1
buf_2            4
buf_4            6
clkbuf_4         3
clkdlybuf4s15_1  1
clkdlybuf4s50_1  4
dfxtp_1          4
dfxtp_2          4
ha_1             2
inv_1            5
nand2_1          2
nand2b_1         2
nand4bb_1        1
nor2b_1          1
o211a_1          1
o21ai_1          1
==> flip-flops by register name, summed over array words and instances (netlist names) <==
name   cells
B.C.q      1
A.A.q      1
B.A.q      1
A.B.q      1
B.D.q      1
B.B.q      1
A.D.q      1
A.C.q      1
==> through the flow <==
stage	util, %	area (um^2)	instances	hold WS, ns
after floorplan	-	388	36	0.434
after global placement	14.4	490	87	0.457
after detailed placement	14.4	490	87	0.471
after CTS	14.9	510	94	0.518
after global routing	15.2	519	95	0.546
final	15.2	519	95	0.525
==> cell families after synthesis <==
family          after synthesis  share of synthesized area, %
flops                         8                          43.5
compound gates                4                          8.16
fa+ha+maj                     2                          6.80
simple gates                 12                          23.1
buf+inv                      10                          18.4
==> layout make-up <==
class / instances / share of cell area [%]
repair buffers: 15 / 22.2
flip-flops and latches: 8 / 31.8
clock inverters: 4 / 2.89
multi-input cells: 18 / 27.0
inverters: 1 / 0.723
well taps: 46 / 11.1
clock buffers: 3 / 4.34
==> routing by layer <==
layer	part of all wire, %	wire, um	up-vias
met5	0	0	-
met4	0	0	0
met3	16	108	0
met2	37	250	12
met1	47	318	111
li1	-	-	135
Power figures rest on the tool's default switching activity, not on a simulated workload.
