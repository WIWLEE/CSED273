==> flow/design.v <==
module mux_2_1(
    input wire data_input1,
    input wire data_input2,
    input wire select_input,
    output wire out
    );
	wire i0, i1;
	and(i0, ~select_input, data_input1);
	and(i1, select_input, data_input2);
	or(out, i0, i1);
endmodule
module mux_2_1_10bit(
    input wire [9:0] data_input1,
    input wire [9:0] data_input2,
    input wire select_input,
    output wire [9:0] out
    );
	mux_2_1 A(data_input1[0], data_input2[0], select_input, out[0]);
	mux_2_1 B(data_input1[1], data_input2[1], select_input, out[1]);
	mux_2_1 C(data_input1[2], data_input2[2], select_input, out[2]);
	mux_2_1 D(data_input1[3], data_input2[3], select_input, out[3]);
	mux_2_1 E(data_input1[4], data_input2[4], select_input, out[4]);
	mux_2_1 F(data_input1[5], data_input2[5], select_input, out[5]);
	mux_2_1 G(data_input1[6], data_input2[6], select_input, out[6]);
	mux_2_1 H(data_input1[7], data_input2[7], select_input, out[7]);
	mux_2_1 I(data_input1[8], data_input2[8], select_input, out[8]);
	mux_2_1 J(data_input1[9], data_input2[9], select_input, out[9]);
endmodule
module mux_8_1(
    input wire [7:0] data_input,
    input wire [2:0] select_input,
    output wire out
    );
    wire i0, i1, i2, i3, i4, i5, i6, i7;
    and(i0, ~select_input[2], ~select_input[1], ~select_input[0], data_input[0]);
    and(i1, ~select_input[2], ~select_input[1],  select_input[0], data_input[1]);
    and(i2, ~select_input[2],  select_input[1], ~select_input[0], data_input[2]);
    and(i3, ~select_input[2],  select_input[1],  select_input[0], data_input[3]);
    and(i4,  select_input[2], ~select_input[1], ~select_input[0], data_input[4]);
    and(i5,  select_input[2], ~select_input[1],  select_input[0], data_input[5]);
    and(i6,  select_input[2],  select_input[1], ~select_input[0], data_input[6]);
    and(i7,  select_input[2],  select_input[1],  select_input[0], data_input[7]);
    or(out, i0, i1, i2, i3, i4, i5, i6, i7);
endmodule
==> flow/run.sh <==
#!/bin/bash
# OpenROAD 26Q1-2900-gdf79404cd8, Yosys 0.63+post, stock flow scripts
make -C /OpenROAD-flow-scripts/flow DESIGN_CONFIG=/design/flow/config.mk WORK_HOME=/design/flow/orfs finish
==> flow/config.mk <==
export PLATFORM = sky130hd
export DESIGN_NAME = mux_2_1_10bit
export DESIGN_NICKNAME = mux_2_1_10bit
export VERILOG_FILES = /design/flow/design.v
export SDC_FILE = /design/flow/constraint.sdc
export NUM_CORES = 4
export LEC_CHECK = 1
export CORE_AREA = 10 10 70 70
export DIE_AREA = 0 0 80 80
==> flow/constraint.sdc <==
current_design mux_2_1_10bit

set clk_period 1.0
set clk_io_pct 0.2

create_clock -name clk0 -period $clk_period

set non_clock_inputs [all_inputs -no_clocks]
set_input_delay [expr $clk_period * $clk_io_pct] -clock clk0 $non_clock_inputs
set_output_delay [expr $clk_period * $clk_io_pct] -clock clk0 [all_outputs]
==> out/results.ini <==
[pwr]
p_leak_nw = 0.263
total_power_w = 0.000182
p_int_w = 0.000140
power_frac_comb_pct = 100.0
power_switching_share_pct = 23.0
p_switching_w = 0.0000417
clkPwrFrac_pct = 0
ir_drop_uv = 68.7
p_per_area_nw_per_um2 = 353
pwr-share-seq_pct = 0

[worst_setup_path]
cp_max_fo = 5
path_class = input port to output pin
cp_slowest_stage_delay_ns = 0.29
endpoint_kind = output pin
cp-start-kind = input port
crit_required_ns = 0.80
path_cells = buf_8 > buf_16 > mux2_4 > buf_6
critPathArrivalTime_ns = 0.84
cp_slowest_cell = mux2_4

[yosys]
ys.warnings.count = 0
seq_area_frac_synth_pct = 0
synth_cells = 21
synth.distinct_cells = 3
syn_area_per_cell_sq_um = 11.3
synth_chip_area_sq_um = 236
synth_area_sq_um = 236
yosys_cells = 21

[routing]
wl_um = 964
dr.pass1.iters = 1
antenna_cells = 0
routed-via-count = 218
wl_per_cell_um = 10.8
vias_per_cell = 2.45
drt-initial-drc-count = 0
drc = 0
ant_nets = 0

[grt]
grt_pass1_vias = 238
grt_start_max_net_pins = 6
track_usage_pct = 2.47
grt_pass1_wl_um = 1300
grt_antenna_before_repair = 0
grt_remaining_overflow = 0

[floorplan]
core-area_sq_um = 3420
initial_core_util_pct = 6.92
die_area_sq_um = 6400
die_x_um = 80
ios = 31
die-height_um = 80
num_rows = 21

[sta]
fmax_mhz = 959
fin_tns_setup_ns = -0.366
tightest_slew_ns = 0.0541
finalHoldViolCount = 0
maxSlewViolCount = 0
worst_slack_ns = -0.0426
relSlewSlack_pct = 96.4
rsz0062_at_grt = yes
period_minus_slack_ns = 1.04
finalClockPeriodUsage_pct = 104
setup_viol = 10

[placed_design]
post_dp_cell_area_sq_um = 538
place.gp.congestion = 0.667
io_buffers = 31

[final_layout]
n_clock_buffer = 0
seq_cells = 0
lay_top_count = dlygate4sd2_1
drive_gt1_share_pct = 53.5
fin_area_sq_um = 514
nFillCells = 400
utilization_pct = 15.1
area_growth_pct = 117
comb_area_sq_um = 150
lay_top_cells = dlygate4sd2_1, mux2_4, buf_2
seq_area_sq_um = 0

[clock_network]
postCtsHoldBufs = 0
cts_setup_buffers = 0

[outcome]
status = complete, but fails checks
failed_checks = negative setup slack

[hold_path]
hold_class = input port to output pin
worstHoldPathCells = 3

[run]
stage_log_warnings = 34
drv_cap = 0

-- metrics by stage --
stage	cells	hold slack [ns]	setup slack, ns
floorplan	21	0.590	0.0449
global placement	88	1.45	-0.795
detailed placement	88	1.45	-0.799
CTS	89	0.803	-0.0476
global route	89	0.813	-0.0571
finish	89	0.798	-0.0426
-- critical path: cells and delay by family --
| family | cells | cell delay (ns) |
|---|---|---|
| buffers and inverters | 3 | 0.35 |
| multiplexers | 1 | 0.29 |
-- layer usage --
metal  vias to the layer above  share of wire (%)  global-route usage, %
li1                        107                  -                      -
met1                       111                 24                   1.85
met2                         0                 76                   6.34
met3                         0                  0                      0
met4                         0                  0                      0
met5                         -                  0                      0
-- synthesized netlist by cell type --
| cell | count | area (sq um) |
|---|---|---|
| buf_4 | 10 | 75.1 |
| buf_6 | 1 | 11.3 |
| mux2_4 | 10 | 150 |
-- cells by family (layout without fill, tap and decap cells) --
logic type / count (synthesis) / count (layout) / share of synthesized area (%)
buf+inv: 11 / 33 / 36.5
mux: 10 / 10 / 63.5
-- power groups by stage --
stage / registers [W] / logic, W / clock network (W)
CTS: 0 / 0.000184 / 0
global route: 0 / 0.000193 / 0
finish: 0 / 0.000182 / 0
-- layout make-up --
| cell class | instances | share of cell area, % |
|---|---|---|
| timing repair buffer | 33 | 59.6 |
| multi-input combinational | 10 | 29.2 |
| tap | 46 | 11.2 |
-- timing repair --
item                       4_1_cts  5_1_grt
setup endpoints to repair       10       10
gates cloned                     1        0
resized                         60        1
-- worst paths after layout --
| check | start | endpoint | slack [ns] |
|---|---|---|---|
| min | data_input2[4] | out[4] | 0.80 |
| max | select_input | out[5] | -0.04 |
Power figures rest on the tool's default switching activity, not on a simulated workload.
